**design.v**
```verilog
module siso_reg(
    input clk,
    input areset,   
    input load,
    input ena,
    input [3:0] data,
    output reg [3:0] q); 
    always @ (posedge clk or posedge areset)begin
        if (areset)
            q <= 0;
        else begin
            if (load == 1)
                q <= data;
            else begin
                if (ena == 1)
                    q <= q >> 1;
            	else
                    q<= q;
            end   
        end
    end
endmodule
```
**run.sh**
```bash
#!/bin/bash
# OpenROAD 26Q1-2900-gdf79404cd8, Yosys 0.63+post, stock flow scripts
make -C /OpenROAD-flow-scripts/flow DESIGN_CONFIG=/design/flow/config.mk WORK_HOME=/design/flow/orfs finish
```
**config.mk**
```make
export PLATFORM = sky130hd
export DESIGN_NAME = siso_reg
export DESIGN_NICKNAME = siso_reg
export VERILOG_FILES = /design/flow/design.v
export SDC_FILE = /design/flow/constraint.sdc
export NUM_CORES = 4
export LEC_CHECK = 1
export CORE_AREA = 10 10 70 70
export DIE_AREA = 0 0 80 80
```
**constraint.sdc**
```tcl
current_design siso_reg

set clk_period 2.1
set clk_io_pct 0.2

create_clock -name clk0 -period $clk_period [get_ports {clk}]

set non_clock_inputs [all_inputs -no_clocks]
set_input_delay [expr $clk_period * $clk_io_pct] -clock clk0 $non_clock_inputs
set_output_delay [expr $clk_period * $clk_io_pct] -clock clk0 [all_outputs]
```
==> summary.txt <==
Physical implementation

The run finished with clean final reports. Looking at the max-slew report, the worst-margin pin has a slew of 269 ps. The data required time reported for the critical path is 1680 ps. The average detailed-routed wire length per instance is 8.44 µm. Setup repair after global routing left no endpoint under its margin.

The aggregate global routing overflow is 0. The unique cell type count in the Yosys netlist is 7. The remaining antenna violation count is 0. In this run the standard cell core region covers 3420 µm².

The share of Yosys cell area claimed by the top area cell type is 57.1%. The synthesis report gives the async set-or-reset register share as 100%. The total of hold buffers inserted after clock tree synthesis is 0. The sequential-to-total area share from yosys stat is 57.1%. The end-of-flow timing check tallies setup violations at 0. Averaged over all synthesized cells, the footprint is 10.3 µm². The number of buffers added on ports is 11. The worst setup path is launched from a flip-flop. The final hold violation count is 0. The mapped netlist covers 175 µm². Max-slew check failures listed in the final report amount to 0. In this run the full chip footprint comes out at 6400 µm². The iteration count recorded for the first detailed-route pass is 1.

The average vias per placed instance is 2.25. The number of buffers and inverters on the critical path is 1. Summed over all routing layers, the global router reports a total usage of 2.16%.

The number of global-route vias before repair is 203. The number of remaining DRC errors is 0. The classification of the worst-slack hold path is in -> async.

The CTS sink count is 4. For this block, the via count after detailed routing is 173. Ranked by flip-flop count, first place goes to q.

The number of antenna violations at the first check in global routing is 0. The number of gates resized after CTS was 0. Max-cap violations in this run came to 0. The number of DRC violations after detailed-routing iteration 0 is 0.

The later pin in the worst-skew pair is clocked with a latency of 240 ps. The final routed wirelength across all metal layers is 650 µm. For this run, the top clock speed supported by timing is 652 MHz. The largest incremental delay on the critical path is 500 ps. The register with the most flip-flops in the layout has 4 of them. Counting tap cells, the placed design contains a total of 74 instances.

In the final layout, the registers with the most flip-flops are q x4. The count of instantiated cells in the yosys netlist is 17. The arrival time at the worst endpoint is 1110 ps.

The fraction of the core area occupied by cells at floorplan is 5.13%. The critical path's slowest stage uses the library cell clkdlybuf4s50_1. The biggest fanout along the worst timing path is 3. Post-route period utilization is reported as 73.0%. After technology mapping, the gate count stands at 17. The power density over the cells is 629 nW/µm². The count of tool warnings is 25.

The count of non-filler cells in the finished layout is 77. The dominant register cell is dfrtp_1. The leakage component of the power is 0.000144 µW. The yosys warning tally is 1. In this run the critical path is formed by clkdlybuf4s50_1.

In this run the post-CTS setup repair buffer count came out at 0. The clock period could shrink to 1530 ps. The number of synthesized register bits is 4.

The worst-case headroom to the max-slew limit is 82.0%. The post-synth count of flops with an enable pin is 0. The family of cells with the greatest summed delay on the critical path is buffers and inverters. According to the floorplan report, the die width is 80 µm. The first global-routing pass estimated 1.04 mm of wire. By area the synthesized netlist is led by dfrtp_1 57%, mux2i_1 17%, o21ai_1 8.6%, nand2_1 8.6%, nand2b_1 3.6%. CTS placed an instance of clkbuf_4 at the clock tree root. The number of clock buffers added by TritonCTS is 3. The critical path in this run is classified as reg -> out. The floorplan die height is 80 µm. The total power consumption of the routed design is 230 µW. The setup total negative slack is 0 ps.

Counting the fill cells in the layout gives 409. The area growth from synthesis to final layout is 109%. For reference, the top cells by count after synthesis are 4 x dfrtp_1, 4 x nand2_1, 3 x mux2i_1, 3 x o21ai_1. The synthesized netlist has a Yosys-reported chip area of 175 µm². For reference, the placement row count at floorplan is 21.

The library cell occupying the most area in the post-synthesis netlist is dfrtp_1. The proportion of layout cells with a drive suffix above 1 is 9.68%. The number of placed I/O pins is 12. Leaving out buffers and inverters, the combinational logic in the layout accounts for 71.3 µm². TritonCTS built the clock tree. The worst IR drop on VDD is 0.000242 V. The clock-pin slew reported for the worst setup and hold paths after clock tree synthesis is 40 ps. STA classifies the critical path endpoint as an output pin. The pin count of the biggest net entering global routing is 9. The count of antenna diodes in the layout is 0. The area occupied by registers is 100 µm².

The placement summary gives the final routability congestion estimate as 0.717. Looking at the clock tree report, the maximum root-to-sink buffer count equals 2. CTS built an H-tree with a depth of 1.

The setup skew after layout is 2.81 ps.
==> where the power goes <==
part	internal (µW)	switching [µW]
logic	29.4	12.7
registers	84.7	5.81
clock network	64.0	33.2
==> final timing paths <==
path / startpoint / endpoint / slack (ps) / depth (start not counted)
min in group clk0: q[0]$_DFFE_PP0P_ / q[0]$_DFFE_PP0P_ / 570 / 2
max in group asynchronous: areset / q[3]$_DFFE_PP0P_ / 1580 / 2
worst min register to register: q[0]$_DFFE_PP0P_ / q[0]$_DFFE_PP0P_ / 570 / 2
worst min-delay path: areset / q[0]$_DFFE_PP0P_ / 370 / 2
worst max-delay path: q[2]$_DFFE_PP0P_ / q[2] / 570 / 1
worst max register to register: q[2]$_DFFE_PP0P_ / q[1]$_DFFE_PP0P_ / 1350 / 2
==> final cells by class <==
cell class / count / share of cell area, %
well taps: 46 / 15.8
multi-input cells: 12 / 19.5
flip-flops and latches: 4 / 27.4
repair buffers: 11 / 30.1
clock buffers: 3 / 6.16
inverters: 1 / 1.03
==> layer usage <==
| layer | global-route usage, % | up-vias | share of wire (%) |
|---|---|---|---|
| li1 | - | 85 | - |
| met4 | 0.352 | 0 | 0 |
| met1 | 3.47 | 74 | 62 |
| met2 | 1.77 | 14 | 24 |
| met5 | 0 | - | 0 |
| met3 | 1.93 | 0 | 14 |
==> layout by cell type (no fill, tap or decap), drive strengths merged <==
cell / count
clkdlybuf4s50: 11
nand2: 4
dfrtp: 4
o21ai: 4
mux2i: 3
clkbuf: 3
nand2b: 1
inv: 1
==> logic make-up after synthesis <==
logic type      synth area share [%]
flops                           57.1
compound gates                  11.4
mux                             17.1
simple gates                    12.1
buf+inv                         2.14
==> through the flow <==
step	instance area, µm²	hold slack [ps]	utilization [%]	worst slack [ps]
2_1_floorplan	175	186	-	1330
3_3_place_gp	343	547	10.0	709
3_5_place_dp	343	551	10.0	680
4_1_cts	365	374	10.7	557
5_1_grt	365	405	10.7	522
6_report	365	369	10.7	567
No activity file was given, so power comes from the tool's default toggle rates.
