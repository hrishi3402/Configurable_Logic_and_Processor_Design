File: flow/run.sh
#!/bin/bash
# OpenROAD 26Q1-2900-gdf79404cd8, Yosys 0.63+post, stock flow scripts
make -C /OpenROAD-flow-scripts/flow DESIGN_CONFIG=/design/flow/config.mk WORK_HOME=/design/flow/orfs finish
File: flow/config.mk
export PLATFORM = sky130hd
export DESIGN_NAME = TOP
export DESIGN_NICKNAME = TOP
export VERILOG_FILES = /design/flow/design.v
export SDC_FILE = /design/flow/constraint.sdc
export NUM_CORES = 4
export LEC_CHECK = 1
export CORE_UTILIZATION = 30
File: flow/constraint.sdc
current_design TOP

set clk_period 2.7
set clk_io_pct 0.2

create_clock -name clk0 -period $clk_period [get_ports {Clk}]

set non_clock_inputs [all_inputs -no_clocks]
set_input_delay [expr $clk_period * $clk_io_pct] -clock clk0 $non_clock_inputs
set_output_delay [expr $clk_period * $clk_io_pct] -clock clk0 [all_outputs]
File: flow/design.v
module TOP(
    	Clk                     ,
    	Rst_n                   ,   
   	Rx                      ,    
    	Tx                      ,
	RxData		        ,
	);
input           Clk             ;  
input           Rst_n           ;  
input           Rx              ;  
output          Tx              ;  
output [7:0]    RxData          ;  
wire [7:0]    	TxData     	;  
wire          	RxDone          ;  
wire          	TxDone          ;  
wire            tick		;  
wire          	TxEn            ;
wire 		RxEn		;
wire [3:0]      NBits    	;
wire [15:0]    	BaudRate        ;  
assign 		RxEn = 1'b1	;
assign 		TxEn = 1'b1	;
assign 		BaudRate = 16'd325; 	 
assign 		NBits = 4'b1000	;	 
UART_rs232_rx I_RS232RX(
    	.Clk(Clk)             	,
   	.Rst_n(Rst_n)         	,
    	.RxEn(RxEn)           	,
    	.RxData(RxData)       	,
    	.RxDone(RxDone)       	,
    	.Rx(Rx)               	,
    	.Tick(tick)           	,
    	.NBits(NBits)
    );
UART_rs232_tx I_RS232TX(
   	.Clk(Clk)            	,
    	.Rst_n(Rst_n)         	,
    	.TxEn(TxEn)           	,
    	.TxData(TxData)      	,
   	.TxDone(TxDone)      	,
   	.Tx(Tx)               	,
   	.Tick(tick)           	,
   	.NBits(NBits)
    );
UART_BaudRate_generator I_BAUDGEN(
    	.Clk(Clk)               ,
    	.Rst_n(Rst_n)           ,
    	.Tick(tick)             ,
    	.BaudRate(BaudRate)
    );
endmodule
module UART_BaudRate_generator(
    Clk                   ,
    Rst_n                 ,
    Tick                  ,
    BaudRate
    );
input           Clk                 ;  
input           Rst_n               ;  
input [15:0]    BaudRate            ;  
output          Tick                ;  
reg [15:0]      baudRateReg         ;  
always @(posedge Clk or negedge Rst_n)
    if (!Rst_n) baudRateReg <= 16'b1;
    else if (Tick) baudRateReg <= 16'b1;
         else baudRateReg <= baudRateReg + 1'b1;
assign Tick = (baudRateReg == BaudRate);
endmodule
module UART_rs232_rx (Clk,Rst_n,RxEn,RxData,RxDone,Rx,Tick,NBits);		 
input Clk, Rst_n, RxEn,Rx,Tick;		 
input [3:0]NBits;			 
output RxDone;				 
output [7:0]RxData;			 
parameter  IDLE = 1'b0, READ = 1'b1; 	 
reg [1:0] State, Next;			 
reg  read_enable = 1'b0;		 
reg  start_bit = 1'b1;			 
reg  RxDone = 1'b0;			 
reg [4:0]Bit = 5'b00000;		 
reg [3:0] counter = 4'b0000;		 
reg [7:0] Read_data= 8'b00000000;	 
reg [7:0] RxData;			 
always @ (posedge Clk or negedge Rst_n)			 
begin
if (!Rst_n)	State <= IDLE;				 
else 		State <= Next;				 
end
always @ (State or Rx or RxEn or RxDone)
begin
    case(State)	
	IDLE:	if(!Rx & RxEn)		Next = READ;	  
		else			Next = IDLE;
	READ:	if(RxDone)		Next = IDLE; 	  
		else			Next = READ;
	default 			Next = IDLE;
    endcase
end
always @ (State or RxDone)
begin
    case (State)
	READ: begin
		read_enable <= 1'b1;			 
	      end
	IDLE: begin
		read_enable <= 1'b0;			 
	      end
    endcase
end
always @ (posedge Tick)
	begin
	if (read_enable)
	begin
	RxDone <= 1'b0;							 
	counter <= counter+1;						 
	if ((counter == 4'b1000) & (start_bit))				 
	begin
	start_bit <= 1'b0;
	counter <= 4'b0000;
	end
	if ((counter == 4'b1111) & (!start_bit) & (Bit < NBits))	 
	begin
	Bit <= Bit+1;
	Read_data <= {Rx,Read_data[7:1]};
	counter <= 4'b0000;
	end
	if ((counter == 4'b1111) & (Bit == NBits)  & (Rx))		 
	begin
	Bit <= 4'b0000;
	RxDone <= 1'b1;
	counter <= 4'b0000;
	start_bit <= 1'b1;						 
	end
	end
end
always @ (posedge Clk)
begin
if (NBits == 4'b1000)
begin
RxData[7:0] <= Read_data[7:0];	
end
if (NBits == 4'b0111)
begin
RxData[7:0] <= {1'b0,Read_data[7:1]};	
end
if (NBits == 4'b0110)
begin
RxData[7:0] <= {1'b0,1'b0,Read_data[7:2]};	
end
end
endmodule
module UART_rs232_tx (Clk,Rst_n,TxEn,TxData,TxDone,Tx,Tick,NBits);	 
input Clk, Rst_n, TxEn,Tick;	 
input [3:0]NBits;		 
input [7:0]TxData;		 
output Tx;
output TxDone;
parameter  IDLE = 1'b0, WRITE = 1'b1;	 
reg  State, Next;			 
reg  TxDone = 1'b0;			 
reg  Tx;				 
reg write_enable = 1'b0;		 
reg start_bit = 1'b1;			 
reg stop_bit = 1'b0;			 
reg [4:0] Bit = 5'b00000;		 
reg [3:0] counter = 4'b0000;		 
reg [7:0] in_data=8'b00000000;		 
reg [1:0] R_edge;			 
wire D_edge;				 
always @ (posedge Clk or negedge Rst_n)			 
begin
if (!Rst_n)	State <= IDLE;				 
else 		State <= Next;				 
end
always @ (State or D_edge or TxData or TxDone) 
begin
    case(State)	
	IDLE:	if(D_edge)		Next = WRITE;		 
		else			Next = IDLE;
	WRITE:	if(TxDone)		Next = IDLE;  		 
		else			Next = WRITE;
	default 			Next = IDLE;
    endcase
end
always @ (State)
begin
    case (State)
	WRITE: begin
		write_enable <= 1'b1;	 
	end
	IDLE: begin
		write_enable <= 1'b0;	 
	end
    endcase
end
always @ (posedge Tick)
begin
	if (!write_enable)				 
	begin
	TxDone = 1'b0;
	start_bit <=1'b1;
	stop_bit <= 1'b0;
	end
	if (write_enable)				 
	begin
	counter <= counter+1;				 
	if(start_bit & !stop_bit)			 
	begin
	Tx <=1'b0;					 
	in_data <= TxData;				 
	end		
	if ((counter == 4'b1111) & (start_bit) )	 
	begin		
	start_bit <= 1'b0;
	in_data <= {1'b0,in_data[7:1]};
	Tx <= in_data[0];
	end
	if ((counter == 4'b1111) & (!start_bit) &  (Bit < NBits-1))	 
	begin		
	in_data <= {1'b0,in_data[7:1]};
	Bit<=Bit+1;
	Tx <= in_data[0];
	start_bit <= 1'b0;
	counter <= 4'b0000;
	end	
	if ((counter == 4'b1111) & (Bit == NBits-1) & (!stop_bit))	 
	begin
	Tx <= 1'b1;	
	counter <= 4'b0000;	
	stop_bit<=1'b1;
	end
	if ((counter == 4'b1111) & (Bit == NBits-1) & (stop_bit) )	 
	begin
	Bit <= 4'b0000;
	TxDone <= 1'b1;
	counter <= 4'b0000;
	end
	end
end
always @ (posedge Clk or negedge Rst_n)
begin
	if(!Rst_n)
	begin
	R_edge <= 2'b00;
	end
	else
	begin
	R_edge <={R_edge[0], TxEn};
	end
end
assign D_edge = !R_edge[1] & R_edge[0];
endmodule
==> notes.md <==
The layout was made with Yosys and OpenROAD.

The share of the core filled with cells in the final layout is 0.360. The number of endpoints with negative hold slack in the final report is 0. After clock tree synthesis, the clock-pin slew on the worst setup and hold paths is ~60 ps. In the final layout, flip-flops and latches occupy about 1600 um2. Per the post-place timing report, worst setup slack is roughly 870 ps.

For the worst flop-to-flop path, the logic depth is 4. According to the report, the first pass of detailed routing completed in 4 iterations. The area growth from synthesis to final layout is 13.2%. According to the Yosys statistics, the synthesized design has a chip area of between 2000 and 3000 um2.

The antenna diode count is 0. The synthesized area per cell is about 13 um2. The worst register-to-register path ends at I_BAUDGEN.baudRateReg[11]. TritonCTS created 5 clock buffers.

The leakage power total is approximately 1.1 nW. Looking at the clock tree report, the maximum root-to-sink buffer count equals 2. The post-route setup TNS is 0 ps. In this run, placement finished with an instance count of 311. The slew at the pin closest to its max-slew limit is between 500 and 600 ps. The top fanout value on the critical path is 8.

The Yosys step of the flow raised 11 warnings. The synthesized instance count is around 200. The final setup skew is 2.69 ps. The worst hold-check slack is 389 ps. Post-CTS repair changed the size of 0 cells. In the post-synthesis netlist, the biggest area contributors are edfxtp_1 35%, dfrtp_1 19%, dfxtp_1 8.8%, xnor2_1 4.2%, ha_1 4.0%. The congestion estimate from routability-driven global placement came to 0.754.

The floorplan core area is 7890 um2. The synthesized design contains 29 enable-type register cells. For this run, design rule violations remaining after detail routing come to 0. Per the OpenROAD floorplan log, the height of the die is roughly 93 um. The finished cells cover ~2800 um2. The commonest cells after synthesis are 29 x edfxtp_1, 21 x nor2_1, 19 x dfrtp_1. Of all flip-flops after synthesis, the portion carrying an async set or reset was 0.339. The total cell area at the placement stage is 2750 um2.

The last element of the critical path is I_BAUDGEN.baudRateReg[11]. The number of input and output port buffers inserted is 11. The script logs the ratio of routed vias to standard cells as ~4.5. Of the cells placed in the final design, the portion with a size suffix greater than 1 is 0.0737. Entering global routing, the biggest net connects 33 pins. The timer found 33 register pins that no clock reaches; their paths are not timed. The number of cells in Yosys stat is ~200. The maximum vdd ir drop is 0.000153 V. The slack of the worst reg-to-reg path is 880 ps. The chip occupies approximately 8700 um2.

Of the post-synthesis cell area, the dominant cell type holds 0.347. Per the layout report, the design carries between 700 and 800 filler cells. The first-pass GRT wire length is 6.18 mm.

The relative slew slack is 0.661. The via count of the first global-routing pass is 1376. Per the timing report, the most critical flop-to-flop path originates at I_BAUDGEN.baudRateReg[5]. Clock latency on the worst-skew pair, taken at its later pin, is 280 ps.

The routed design shows a wire length per standard cell of around 11 um. The floorplan step set the die width to 93.4 um. Yosys mapped the design onto 36 distinct sky130hd cell types. In this run the number of H-tree levels came out at 2.

Once iteration 0 of detailed routing completed, the report listed ~50 DRC markers. The routed design has about 3.5 mm of wire. The post-CTS setup buffer count is 0. Yosys instantiated no cell more often than edfxtp_1. The tree is rooted in a clkbuf_8.

The element type at the critical path end is a register. The number of violations of the max-capacitance limit is 0. The I/O pin total is 12.

The starting density of the core is 0.318. The number of nets with antenna violations after routing is 0. TritonCTS built the clock tree.

The type of the most critical hold path is reg2reg. The critical path endpoint has a required time of between 2000 and 3000 ps. The run finished with clean final reports. STA classifies the critical path startpoint as a register.

Data arrives at the worst endpoint at 1980 ps. The predominant post-synthesis flop cell is edfxtp_1. The number of core rows is 32. The total standard cell area after synthesis is 2510 um2. The kind of critical path is reg2reg. The final route contains between 1000 and 1500 vias.

The HPWL after detailed placement is between 2 and 2.5 mm. For this run, the top clock speed supported by timing is 0.550 GHz. around 71 endpoints have no timing constraint. The design draws approximately 0.79 mW. The cell type that accounts for the most area after synthesis is edfxtp_1. After layout, the worst setup slack is 882 ps. In this run the power density over the cells is between 200 and 300 nW/um2.

Leaving out buffers and inverters, the combinational logic in the layout accounts for roughly 820 um2. The sum of overflow across all layers after global routing is 0. The global-route total usage across every layer is 0.0907.

The finished layout holds between 300 and 400 standard cells, fillers aside. The worst setup path startpoint is I_BAUDGEN.baudRateReg[5]. The post-synthesis sequential element count is between 60 and 70.

The tool warning count is 28. The report puts the hold buffer count at CTS at 0. Setup repair after global routing left no endpoint under its margin. The total count of max-transition violations in the final report is 0.

Post-route period utilization is reported as 0.673. The minimum clock period after layout is 1820 ps. The number of antenna violations at the first check in global routing was 0. From the final report, the count of setup violators was given as 0.
layer usage:
metal	GRT usage	share of wire	vias to the layer above
met4	0.0167	0.021	0
met2	0.145	0.44	13
met3	0.00993	0.015	6
li1	-	-	719
met1	0.141	0.52	685
met5	0	0	-
cell families (layout without fill, tap and decap cells):
family	after synthesis	in the layout	synth area share
AND/OR/NAND/NOR	75	75	0.166
flip-flops	61	61	0.646
XOR/XNOR	23	23	0.0804
AND-OR/OR-AND	14	14	0.0349
buffers and inverters	14	33	0.0215
adder cells (fa/ha/maj)	8	8	0.0399
other	1	1	0.00150
multiplexers	1	1	0.00399
latches	1	1	0.00599
placed cells by master, fill, tap and decap left out, drive strengths merged, types with 4 or more instances in the layout:
cell	n
dfrtp	19
dfxtp	11
nor2	21
clkdlybuf4s50	11
nand4b	4
ha	8
nand2	10
edfxtp	29
inv	11
o21ai	5
xnor2	12
nand3	13
xor2	11
nor2b	4
and2	4
nand4	4
clkbuf	6
how the worst min path moves through the flow:
stage | start | end | slack, ps | depth (start not counted)
4_1_cts | I_RS232TX.R_edge[0] | I_RS232TX.R_edge[1] | 390 | 0
5_1_grt | I_RS232TX.R_edge[0] | I_RS232TX.R_edge[1] | 420 | 0
6_report | I_RS232TX.R_edge[0] | I_RS232TX.R_edge[1] | 390 | 0
cell type report:
| class | instances | area share |
|---|---|---|
| Inverter | 11 | 0.0146 |
| Timing Repair Buffer | 14 | 0.0468 |
| Sequential cell | 62 | 0.576 |
| Multi-Input combinational cell | 122 | 0.288 |
| Clock buffer | 6 | 0.0256 |
| Tap cell | 102 | 0.0450 |
| Clock inverter | 2 | 0.00353 |
where the power goes:
| part | internal, mW | switching, mW | leakage (nW) |
|---|---|---|---|
| clock network | 0.178 | 0.163 | 0.0450 |
| logic | 0.00534 | 0.00818 | 0.418 |
| registers | 0.437 | 0.00160 | 0.629 |
flip-flops by register name (all words and copies together), names as in the netlist, 4 cells and up:
name and cells:
I_BAUDGEN.baudRateReg 16, I_RS232RX.Bit 5, I_RS232RX.Read_data 8, I_RS232RX.RxData 8, I_RS232RX.counter 4, I_RS232TX.Bit 5
I_RS232TX.counter 4
worst max-delay path, stage by stage (launching register included):
cell and delay, ps:
dfrtp_1 440, or4_4 570, nor4_4 470, or4_1 180, nand2_1 50
No activity file was given, so power comes from the tool's default toggle rates.
